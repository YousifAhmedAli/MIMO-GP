[flow/config.mk]
export PLATFORM = sky130hd
export DESIGN_NAME = Decimation
export DESIGN_NICKNAME = Decimation
export VERILOG_FILES = /design/flow/design.v
export SDC_FILE = /design/flow/constraint.sdc
export NUM_CORES = 4
export LEC_CHECK = 1
export CORE_UTILIZATION = 40
[flow/constraint.sdc]
current_design Decimation

set clk_period 11.2
set clk_io_pct 0.2

create_clock -name clk0 -period $clk_period [get_ports {clk}]
create_clock -name clk1 -period $clk_period [get_ports {clk_2}]
create_clock -name clk2 -period $clk_period [get_ports {clk_8}]

set non_clock_inputs [all_inputs -no_clocks]
set_input_delay [expr $clk_period * $clk_io_pct] -clock clk0 $non_clock_inputs
set_output_delay [expr $clk_period * $clk_io_pct] -clock clk0 [all_outputs]
[flow/run.sh]
#!/bin/bash
# OpenROAD 26Q1-2900-gdf79404cd8, Yosys 0.63+post, stock flow scripts
make -C /OpenROAD-flow-scripts/flow DESIGN_CONFIG=/design/flow/config.mk WORK_HOME=/design/flow/orfs finish
[flow/design.v]
module E0_comb_decimation #(parameter coff1 = 35 , coff2 = 315 , coff3 = 161 )(
input wire signed[7:0]in_comb,
input wire clk,rst_n,
output reg signed [16:0]out_E0
);
 reg signed [12:0] ff1;
 reg signed [15:0] ff2;
 reg signed [16:0] ff3;
 always @(posedge clk or negedge rst_n) 
 begin 
	if (!rst_n)
	begin 
		out_E0 <=0;
		ff1 <=0;
		ff2 <=0;
		ff3 <=0;
	end 
	else 
	begin
		ff1 <= in_comb * coff1;
		ff2 <= ff1 + (in_comb * coff2);
		ff3 <= ff2 + (in_comb * coff3);
		out_E0 <= ff3 + in_comb;  
	end
end 
endmodule 		
module E1_comb_decimation # (parameter coff1 = 20 , coff2 = 284 , coff3 = 204 , coff4 = 4)(
input wire signed [7:0]in_comb,
input wire clk,rst_n,
output reg signed [16:0]out_E1
);
 reg signed [11:0]ff1;
 reg signed [15:0]ff2;
 reg signed [16:0]ff3;
 always @(posedge clk or negedge rst_n) begin 
	if (!rst_n) begin 
		out_E1 <=0;
		ff1 <=0;
		ff2 <=0;
		ff3 <=0;
		end 
	else begin
		ff1 <= in_comb * coff1;
		ff2 <= ff1 + (in_comb * coff2);
		ff3 <= ff2 + (in_comb * coff3);
		out_E1 <= ff3 + (coff4*in_comb); 
		end
end 
endmodule 		
module E2_comb_decimation #(parameter coff1 = 10 ,coff2 = 246)(
input wire signed [7:0]in_comb,
input clk,rst_n,
output reg signed [16:0]out_E2
);
 reg signed [10:0]ff1;
 reg signed [15:0]ff2;
 reg signed [16:0]ff3;
 always @(posedge clk or negedge rst_n) begin 
	if (!rst_n) begin 
		out_E2 <=0;
		ff1 <=0;
		ff2 <=0;
		ff3 <=0;
		end 
	else begin
		ff1 <= in_comb * coff1;
		ff2 <= ff1 + (in_comb * coff2);
		ff3 <= ff2 + (in_comb * coff2);
		out_E2 <= ff3 + (coff1 * in_comb); 
		end
end 
endmodule 		
module E3_comb_decimation #(parameter coff1 = 4 , coff2 = 204 , coff3 = 284 , coff4 = 20)(
input wire signed [7:0]in_comb,
input wire clk,rst_n,
output reg signed  [16:0]out_E3
);
 reg signed[9:0]ff1;
 reg signed [15:0]ff2;
 reg signed [16:0]ff3;
 always @(posedge clk or negedge rst_n) begin 
	if (!rst_n) begin 
		out_E3 <=0;
		ff1 <=0;
		ff2 <=0;
		ff3 <=0;
		end 
	else begin
		ff1 <= in_comb * coff1;
		ff2 <= ff1 + (in_comb * coff2);
		ff3 <= ff2 + (in_comb * coff3);
		out_E3 <= ff3 + (coff4 * in_comb);  
		end
end 
endmodule 		
module E4_comb_decimation #(parameter coff2 = 161 ,coff3 = 315 ,coff4 = 35)( 
input wire signed [7:0]in_comb,
input wire clk,rst_n,
output reg signed [16:0]out_E4
);
 reg signed [7:0]ff1;
 reg signed [14:0]ff2;
 reg signed [16:0]ff3;
 always @(posedge clk or negedge rst_n) begin 
	if (!rst_n) begin 
		out_E4 <=0;
		ff1 <=0;
		ff2 <=0;
		ff3 <=0;
		end 
	else begin
		ff1 <= in_comb ;
		ff2 <= ff1 + (in_comb * coff2);
		ff3 <= ff2 + (in_comb * coff3);
		out_E4 <= ff3 + (coff4 * in_comb);  
		end
end 
endmodule 		
module E5_comb_decimation #(parameter coff1 = 120 , coff2 = 336 , coff3 = 56)(
input wire signed [7:0]in_comb,
input wire clk,rst_n,
output reg signed [16:0]out_E5
);
 reg signed [14:0]ff1;
 reg signed [16:0]ff2;
 always @(posedge clk or negedge rst_n) begin 
	if (!rst_n) begin 
		out_E5 <=0;
		ff1 <=0;
		ff2 <=0;
		end 
	else begin
		ff1 <= in_comb * coff1;
		ff2 <= ff1 + (in_comb * coff2);
		out_E5 <= ff2 + (coff3 * in_comb);  
		end
end 
endmodule 		
module E6_comb_decimation #(parameter coff1 = 84, coff2 = 344 )(
input wire signed [7:0]in_comb,
input wire clk,rst_n,
output reg signed [16:0]out_E6
);
 reg signed [13:0]ff1;
 reg signed [16:0]ff2;
 always @(posedge clk or negedge rst_n) begin 
	if (!rst_n) begin 
		out_E6 <=0;
		ff1 <=0;
		ff2 <=0;
		end 
	else begin
		ff1 <= in_comb * coff1;
		ff2 <= ff1 + (in_comb * coff2);
		out_E6 <= ff2 + (coff1 * in_comb);  
		end
end 
endmodule 		
module E7_comb_decimation #(parameter coff1 = 56 , coff2 = 336 , coff3 = 120)(
input wire signed [7:0]in_comb,
input wire clk,rst_n,
output reg signed [16:0]out_E7
);
 reg signed [13:0]ff1;
 reg signed [16:0]ff2;
 always @(posedge clk or negedge rst_n) begin 
	if (!rst_n) begin 
		out_E7 <=0;
		ff1 <=0;
		ff2 <=0;
		end 
	else begin
		ff1 <= in_comb * coff1;
		ff2 <= ff1 + (in_comb * coff2);
		out_E7 <= ff2 + (coff3 * in_comb);  
		end
end 
endmodule 		
module comb_decimation (
     input wire signed [7:0] in_comb ,
     input wire clk , clk_8 , rst_n ,
     output wire signed [16:0] out_comb
     );
     reg signed [7:0]ff_0;
     reg signed [7:0]ff_1;
     reg signed [7:0]ff_2;
     reg signed [7:0]ff_3;
     reg signed [7:0]ff_4;
     reg signed [7:0]ff_5;
     reg signed [7:0]ff_6;
	 wire signed [7:0]up_out_0;
     wire signed [7:0]up_out_1;
     wire signed [7:0]up_out_2;
     wire signed [7:0]up_out_3;
     wire signed [7:0]up_out_4;
     wire signed [7:0]up_out_5;
     wire signed [7:0]up_out_6; 
     wire signed [7:0]up_out_7;
	 wire signed [16:0]out_E0;
     wire signed [16:0]out_E1;
     wire signed [16:0]out_E2;
     wire signed [16:0]out_E3;
     wire signed [16:0]out_E4;
     wire signed [16:0]out_E5;
     wire signed [16:0]out_E6;
     wire signed [16:0]out_E7;
    down_sampler #(8,8) up0 (.clk(clk), .rst_n(rst_n), .din(in_comb), .dout(up_out_0)); 
    down_sampler #(8,8) up1 (.clk(clk), .rst_n(rst_n), .din(ff_0), .dout(up_out_1)); 
    down_sampler #(8,8) up2 (.clk(clk), .rst_n(rst_n), .din(ff_1), .dout(up_out_2));  
	down_sampler #(8,8) up3 (.clk(clk), .rst_n(rst_n), .din(ff_2), .dout(up_out_3));  
	down_sampler #(8,8) up4 (.clk(clk), .rst_n(rst_n), .din(ff_3), .dout(up_out_4));  
	down_sampler #(8,8) up5 (.clk(clk), .rst_n(rst_n), .din(ff_4), .dout(up_out_5)); 
	down_sampler #(8,8) up6 (.clk(clk), .rst_n(rst_n), .din(ff_5), .dout(up_out_6));  
	down_sampler #(8,8) up7 (.clk(clk), .rst_n(rst_n), .din(ff_6), .dout(up_out_7)); 
	E0_comb_decimation ddu0 (.in_comb(up_out_0), .clk(clk), .rst_n(rst_n), .out_E0(out_E0)) ;
	E1_comb_decimation ddu1 (.in_comb(up_out_1), .clk(clk), .rst_n(rst_n), .out_E1(out_E1)) ;
	E2_comb_decimation ddu2 (.in_comb(up_out_2), .clk(clk), .rst_n(rst_n), .out_E2(out_E2)) ;
	E3_comb_decimation ddu3 (.in_comb(up_out_3), .clk(clk), .rst_n(rst_n), .out_E3(out_E3)) ;
	E4_comb_decimation ddu4 (.in_comb(up_out_4), .clk(clk), .rst_n(rst_n), .out_E4(out_E4)) ;
	E5_comb_decimation ddu5 (.in_comb(up_out_5), .clk(clk), .rst_n(rst_n), .out_E5(out_E5)) ;
	E6_comb_decimation ddu6 (.in_comb(up_out_6), .clk(clk), .rst_n(rst_n), .out_E6(out_E6)) ;
	E7_comb_decimation ddu7 (.in_comb(up_out_7), .clk(clk), .rst_n(rst_n), .out_E7(out_E7)) ;
	always @(posedge clk_8 or negedge rst_n )begin
        if (!rst_n)
		begin
		ff_0 <= 0 ;
		ff_1 <= 0 ;
		ff_2 <= 0 ;
		ff_3 <= 0 ;
		ff_4 <= 0 ;
		ff_5 <= 0 ;
		ff_6 <= 0 ;
        end 
         else
		 begin 
         ff_0 <= in_comb ;
         ff_1 <= ff_0 ;
         ff_2 <= ff_1 ;
         ff_3 <= ff_2 ;
		 ff_4 <= ff_3 ;
		 ff_5 <= ff_4 ;
		 ff_6 <= ff_5 ;
        end
    end
	assign out_comb = out_E0 + out_E1 + out_E2 + out_E3 + out_E4 + out_E5 + out_E6 + out_E7 ;
	endmodule
`timescale 1ns / 1ps
module down_sampler #( parameter L = 2 , parameter width = 10)    
(  
    input clk,                                   
    input rst_n,
    input signed [width-1 :0] din,             
    output reg signed [width -1 :0] dout      
);
    always @(posedge clk or negedge rst_n) 
		if (!rst_n) 
     		dout <= 0;
        else 
	    	dout <= din;
endmodule
module Decimation (
input wire signed [7:0] in_comb ,
input wire clk , clk_8 , clk_2 ,rst_n ,
output wire signed [18:0] out_HB 
);
reg  signed [7:0] I_TOTAL_1,I_TOTAL_2;
wire signed [16:0] out_comb ;
reg signed [9:0] in_HB ;
reg        [4:0]      counter;
always@(posedge clk_8 or negedge rst_n )
begin
if(!rst_n)
begin
I_TOTAL_1 <= 0 ;
I_TOTAL_2 <= 0 ;
counter   <= 0 ;
end
else if (counter == 13)
begin
I_TOTAL_1 <= in_comb;
I_TOTAL_2 <= I_TOTAL_1;
counter <= 13;
    end
    else
        begin
    counter  <= counter + 1;
   I_TOTAL_1 <= 0;
   I_TOTAL_2 <= 0;
    end
end
always@(posedge clk_2 or negedge rst_n )
begin
if(!rst_n)
in_HB <= 0 ;
else
in_HB = out_comb >>> 7 ;
end
comb_decimation dut_comb (
.in_comb(I_TOTAL_2),
.clk_8(clk_8),
.clk(clk_2),
.rst_n(rst_n),
.out_comb(out_comb)
);
HB_decimation dut_HB (
.in_HB(in_HB),
.clk_2(clk_2),
.clk(clk),
.rst_n(rst_n),
.out_HB(out_HB)
);
endmodule
module E0_HB#(parameter coff = 256)(
input  signed  [9:0]in_E0,
input    clk,rst_n,
output reg signed  [17:0]out_E0
);
reg  signed [17:0]delay_line [0:4]; 
wire signed [17:0]gain_out;
integer i; 
assign gain_out = in_E0 *coff; 
always @(posedge clk or negedge rst_n) begin 
        if (!rst_n)begin
			out_E0 <=0;
            for (i = 0; i < 5; i = i + 1) begin
                delay_line[i] <= 0;
            end
        end else begin
            delay_line[0] <= gain_out;
            for (i = 1; i < 5 ; i = i + 1) begin
                delay_line[i] <= delay_line[i - 1];
            end
		out_E0 <= delay_line[4];
        end
end 
endmodule 
module E1_HB #(parameter  coeff0=1,coeff1=-4 ,coeff2=13,coeff3=-40,coeff4=158)(
input      signed  [9:0]in_E1,
input                clk,rst_n,
output reg signed  [17:0]out_E1
);
reg signed [9:0]ff_0; 
reg signed [11:0]ff_1; 
reg signed [13:0]ff_2; 
reg signed [14:0]ff_3; 
reg signed [17:0]ff_4; 
reg signed [17:0]ff_5; 
reg signed [17:0]ff_6; 
reg signed [17:0]ff_7; 
reg signed [17:0]ff_8; 
always @(posedge clk or negedge rst_n) begin
        if (!rst_n) begin
            out_E1 <= 0;
            ff_0   <=0;
            ff_1   <=0;
            ff_2   <=0;
            ff_3   <=0;
            ff_4   <=0;
            ff_5   <=0;
            ff_6   <=0;
            ff_7   <=0;
            ff_8   <=0;
        end else begin
         	ff_0 <= coeff0* in_E1;
         	ff_1 <= ff_0 + (coeff1* in_E1);
         	ff_2 <= ff_1 + (coeff2* in_E1);
         	ff_3 <= ff_2 + (coeff3* in_E1);
         	ff_4 <= ff_3 + (coeff4* in_E1);
         	ff_5 <= ff_4 + (coeff4* in_E1);
         	ff_6 <= ff_5 + (coeff3* in_E1);
         	ff_7 <= ff_6 + (coeff2* in_E1);
         	ff_8 <= ff_7 + (coeff1* in_E1);
         	out_E1 <= ff_8 + (coeff0* in_E1);
        end
    end
endmodule
module HB_decimation(
 input signed [9:0]in_HB,
 input  clk,rst_n,clk_2,   
 output signed [18:0]out_HB
);
 wire signed [17:0]out_E0;
 wire signed [17:0]out_E1;
 reg  signed [9:0]ff_1;        
 wire signed [9:0]down_out_0;
 wire signed [9:0]down_out_1;
down_sampler #(2,10) up0 (.clk(clk), .rst_n(rst_n), .din(in_HB), .dout(down_out_1));
down_sampler #(2,10) up1 (.clk(clk), .rst_n(rst_n), .din(ff_1), .dout(down_out_0)); 
E0_HB DUT0(.in_E0(down_out_0), .clk(clk), .rst_n(rst_n), .out_E0(out_E0));
E1_HB DUT1(.in_E1(down_out_1), .clk(clk), .rst_n(rst_n), .out_E1(out_E1));
assign out_HB = out_E0 + out_E1 ;
    always @(posedge clk_2 or negedge rst_n )begin   
        if (!rst_n) begin
            ff_1 <=0;
		end 
		else begin 
		 ff_1  <= in_HB;
		end 
	end 
endmodule 
==> results.sh <==
# source this file to load flow results
export IMPL_status="finished clean"
export IMPL_drcViolationCount=0
export IMPL_seqCellArea_um2=20120
export IMPL_tool_warnings=81
export IMPL_logic_area_um2=37280
export IMPL_synth_async_sr_flop_share_pct=100.0
export IMPL_grt_pass1_wl_um=204800
export IMPL_drive_above_1_share_pct=3.834
export IMPL_ys_chip_area_um2=61210
export IMPL_hpwl_um=96240
export IMPL_crit_fanout=9
export IMPL_ys_top_cells_by_count="ha_1 (1,074), inv_1 (988), dfrtp_1 (804), xnor2_1 (468), fa_1 (392)"
export IMPL_track_usage_pct=17.42
export IMPL_vias=38062
export IMPL_drt_vias_per_instance=4.788
export IMPL_core_area_um2=151900
export IMPL_cap_violations=0
export IMPL_antenna_found_initial=4
export IMPL_finalNonFillerCells=7950
export IMPL_synth_area_um2=61210
export IMPL_clk_pin_slew_ps=80
export IMPL_rsz0062_at_grt="no"
export IMPL_drv_slew=0
export IMPL_setup_ws_ps=5111
export IMPL_post_place_ws_ps=5189
export IMPL_drtAntennaViolNets=0
export IMPL_fin_worst_skew_ps=25.81
export IMPL_row_count=143
export IMPL_ctsHoldBuffers=0
export IMPL_antenna_cells=0
export IMPL_drt_pass1_iterations=4
export IMPL_grt_pass1_vias=39714
export IMPL_crit_path_end_kind="register"
export IMPL_startpoint_type="register"
export IMPL_synth_edff_count=0
export IMPL_worstSetupPathType="reg -> reg"
export IMPL_die_area_um2=154600
export IMPL_synth_cells=5719
export IMPL_yosysUniqueCellTypes=74
export IMPL_worst_pin_slew_ps=881.2
export IMPL_slew_headroom_pct=41.10
export IMPL_dp_cells=7782
export IMPL_die_width_um=393.2
export IMPL_tns_ps=0
export IMPL_drt_total_wl_um=121000
export IMPL_syn_to_final_growth_pct=10.30
export IMPL_crit_chain="inv_1 > ha_1 > ha_1 > inv_1 > fa_1 > fa_1 > inv_1 > ha_1 > and3_1 > a221oi_1 > a21oi_1 > a21o_1 > a21oi_1 > xnor2_1 > ha_1 > o21a_1 > o21ai_0 > a22o_1 > a41oi_1 > a21oi_1 > nor3_1 > xor2_1"
export IMPL_ys_seq_elements=804
export IMPL_post_cts_setup_buffer_count=0
export IMPL_arrival_ps=6560
export IMPL_setup_viol=0
export IMPL_worstPathRequired_ps=11670
export IMPL_fillers=13788
export IMPL_yosys_cell_count_top_type="ha_1"
export IMPL_ys_seq_share_pct=32.87
export IMPL_synthFlopType="dfrtp_1"
export IMPL_io_pins=31
export IMPL_avgSynthCellArea_um2=10.70
export IMPL_hold_viol_final=0
export IMPL_overflow=0
export IMPL_cpLargestDelayFamily="adder cells"
export IMPL_cts_tree="yes"
export IMPL_finalWeightedCongestion=0.9058
export IMPL_post_drt_wl_per_cell_um=15.22
export IMPL_port_buffers=28
export IMPL_synth_area_top_cells="dfrtp_1 (33%), ha_1 (22%), fa_1 (13%)"
export IMPL_dieHeight_um=393.2
export IMPL_ys_cells=5719
export IMPL_path_common_cell="ha_1"
export IMPL_drt_initial_drc_count=1318
export IMPL_synth_area_leader_cell="dfrtp_1"
export IMPL_cp_num_buf_inv=3
export IMPL_post_cts_resized=0
export IMPL_critical_path_slowest_cell="dfrtp_1"
export IMPL_hold_path_class="reg -> reg"
export IMPL_yosysWarningCount=16
export IMPL_fp_util_pct=40.29
export IMPL_cpPeakStageDelay_ps=620
export IMPL_cts_sinks=804
export IMPL_grt_max_degree=131
export IMPL_yosysTopAreaCellShare_pct=32.87
## cell type report
cell class	count	area share (%)
clock buffer	108	3.649
clock inverter	60	1.347
timing repair buffer	51	0.7339
tap	2030	3.762
multi-input combinational	3908	55.21
sequential	804	29.80
inverter	989	5.498
## through the flow
stage | hold WS (ps) | util [%] | area (µm²)
final | 40.52 | 44.45 | 67520
after global routing | 18.33 | 44.45 | 67520
after CTS | 2.820 | 44.45 | 67520
after detailed placement | 334.7 | 42.23 | 64140
after global placement | 332.2 | 42.23 | 64140
after floorplan | 331.2 | - | 61210
## placed cells by master (no fill, tap or decap), types with 13 or more instances in the layout
| master | instances |
|---|---|
| fa_1 | 392 |
| o31ai_1 | 13 |
| o21ai_0 | 180 |
| xnor2_1 | 468 |
| clkbuf_16 | 93 |
| clkinv_2 | 13 |
| nor3_1 | 71 |
| a211oi_1 | 22 |
| or2_2 | 19 |
| o21bai_1 | 67 |
| bufinv_16 | 19 |
| clkdlybuf4s50_1 | 27 |
| nor2_1 | 240 |
| a21boi_0 | 26 |
| nor2b_1 | 73 |
| inv_1 | 988 |
| dfrtp_1 | 804 |
| o21a_1 | 59 |
| and3_1 | 17 |
| nand2_1 | 149 |
| buf_4 | 20 |
| nand2b_1 | 40 |
| nand3_1 | 37 |
| ha_1 | 1074 |
| a21o_1 | 159 |
| o211ai_1 | 13 |
| a21oi_1 | 371 |
| and2_1 | 46 |
| a31oi_1 | 25 |
| xor2_1 | 170 |
## worst reg2reg max path: stages, from the launching register on
cell      delay [ps]
dfrtp_1          620
inv_1            290
ha_1             380
ha_1             280
inv_1             50
fa_1             500
fa_1             550
inv_1             50
ha_1             320
and3_1           190
a221oi_1         440
a21oi_1          200
a21o_1           220
a21oi_1          170
xnor2_1          140
ha_1             330
o21a_1           140
o21ai_0           90
a22o_1           250
a41oi_1          300
a21oi_1          120
nor3_1           210
xor2_1           160
## state kept, by name, indices dropped and copies added, names as in the netlist, 16 cells and up
| register | cells |
|---|---|
| dut_comb.ddu0.ff3 | 17 |
| dut_comb.ddu2.ff3 | 16 |
| dut_HB.DUT1.ff_7 | 18 |
| dut_HB.DUT1.ff_4 | 18 |
| dut_comb.ddu0.ff2 | 16 |
| dut_comb.ddu2.out_E2 | 16 |
| dut_HB.DUT1.ff_8 | 18 |
| dut_comb.ddu4.ff3 | 17 |
| dut_HB.DUT1.ff_5 | 18 |
| dut_HB.DUT1.ff_6 | 18 |
| dut_HB.DUT0.delay_line | 50 |
| dut_comb.ddu0.out_E0 | 17 |
| dut_comb.ddu4.out_E4 | 17 |
| dut_HB.DUT1.out_E1 | 18 |
## logic make-up after synthesis
family | after synthesis | share of synthesized area, %
AND-OR/OR-AND | 1040 | 10.71
XOR/XNOR | 643 | 9.315
adder cells (fa/ha/maj) | 1466 | 34.78
buffers and inverters | 1007 | 6.231
flip-flops | 804 | 32.87
multiplexers | 10 | 0.1676
AND/OR/NAND/NOR | 749 | 5.936
## routing by layer
| metal | GRT usage (%) | vias to the layer above | wire length [µm] |
|---|---|---|---|
| met1 | 25.55 | 18203 | 56030 |
| met2 | 27.44 | 464 | 56250 |
| met3 | 4.357 | 142 | 6366 |
| li1 | - | 19251 | - |
| met5 | 0.3828 | - | 67 |
| met4 | 2.695 | 2 | 2322 |
## final timing paths
check,startpoint,to,slack [ps],depth (start not counted)
setup / recovery,dut_HB.up0.dout[5],dut_HB.DUT1.ff_5[17],5110,22
hold / removal,dut_comb.ff_6[0],dut_comb.up7.dout[0],40,0
setup reg to reg,dut_HB.up0.dout[5],dut_HB.DUT1.ff_5[17],5110,22
hold reg to reg,dut_comb.ff_6[0],dut_comb.up7.dout[0],40,0
max in group clk1,dut_comb.up2.dout[1],dut_comb.ddu2.ff3[15],5460,18
max in group asynchronous,rst_n,dut_comb.ff_2[1],6820,4
max in group clk2,in_comb[0],I_TOTAL_1[0],8680,2
min in group clk0,dut_HB.DUT0.delay_line[3][8],dut_HB.DUT0.delay_line[4][8],340,0
min in group clk2,dut_comb.ff_2[7],dut_comb.ff_3[7],360,0
min in group asynchronous,rst_n,dut_HB.DUT1.ff_8[6],1660,1
