**flow/design.v**
```verilog
module duc(
input wire clk,rst,          
input wire signed [5:0] I_DUC,Q_DUC,
output reg signed [6:0] OUT_DUC
);
reg signed [5:0] TEMP_I,TEMP_Q;
reg signed [1:0] NCOS,NSIN;   
integer i;
always @(posedge clk,negedge rst) 
     begin
         if(!rst)
         OUT_DUC <=7'sd0;
     else
         OUT_DUC <= TEMP_I+TEMP_Q;
     end
always @(posedge clk,negedge rst) begin
if(!rst)
i<=0;
else begin
     if(i==3)
         i<=0;
     else
         i<=i+1;
end
end	 
always @(*) begin
     if(i==0) begin
         NSIN=2'sd1;
         NCOS=2'sd0;
	 end
	 else if(i==1) begin
	     NSIN=2'sd0;
         NCOS=-2'sd1;
	 end
	 else if(i==2) begin
	     NSIN=-2'sd1;
         NCOS=2'sd0;
	 end	 
	 else if(i==3) begin
	     NSIN=2'sd0;
         NCOS=2'sd1;
	 end
     else begin
	     NSIN=2'bxx;
         NCOS=2'bxx;         
     end	 
end
always @(*)
     begin
         case(NCOS)
		 2'sb00:TEMP_I=0;
		 2'sb01:TEMP_I=I_DUC;
		 2'sb11:TEMP_I= -I_DUC;
		 2'sb10:TEMP_I=5'sbx;
		 endcase
         case(NSIN)
		 2'sb00:TEMP_Q=0;
		 2'sb01:TEMP_Q=Q_DUC;
		 2'sb11:TEMP_Q= -Q_DUC;
		 2'sb10:TEMP_Q=5'sbx;
		 endcase		 
     end	 
endmodule 
```
**flow/run.sh**
```bash
#!/bin/bash
# OpenROAD 26Q1-2900-gdf79404cd8, Yosys 0.63+post, stock flow scripts
make -C /OpenROAD-flow-scripts/flow DESIGN_CONFIG=/design/flow/config.mk WORK_HOME=/design/flow/orfs finish
```
**flow/config.mk**
```make
export PLATFORM = sky130hd
export DESIGN_NAME = duc
export DESIGN_NICKNAME = duc
export VERILOG_FILES = /design/flow/design.v
export SDC_FILE = /design/flow/constraint.sdc
export NUM_CORES = 4
export LEC_CHECK = 1
export CORE_UTILIZATION = 30
```
**flow/constraint.sdc**
```tcl
current_design duc

set clk_period 5.7
set clk_io_pct 0.2

create_clock -name clk0 -period $clk_period [get_ports {clk}]

set non_clock_inputs [all_inputs -no_clocks]
set_input_delay [expr $clk_period * $clk_io_pct] -clock clk0 $non_clock_inputs
set_output_delay [expr $clk_period * $clk_io_pct] -clock clk0 [all_outputs]
```
==> notes.md <==
Implementation numbers.

- Following the worst setup path forward leads to its endpoint at OUT_DUC[5].
- The analysis attributes to cell leakage a power of 0.00119 uW.
- For this block, the initial DRC count from the detailed router was 82.
- For this run, the total global-route usage over all layers was measured as 11.7%.
- The count of library flops with an enable pin is 0.
- Per the detail_route report, routed wire per instance is 11.9 microns.
- The first global-routing pass estimated 7650 microns of wire.
- The clock tree from TritonCTS is built.
- From the final report, the count of setup violators was given as 0.
- The pin count of the biggest net entering global routing is 40.
- OpenROAD emitted warnings numbering 28.
- For the worst setup path, the data arrival time is 3.50 ns.
- The area growth from synthesis to final layout is 17.8%.
- Checking max transition, the worst relative margin is 63.4%.
- The placed wire-length estimate is 3230 microns.
- Clock tree synthesis found a total of 39 sinks.
- The flow ran to the end, and the final reports show no timing, DRC or antenna violations.
- The finished layout holds 363 standard cells, fillers aside.
- The depth of the worst register-to-register path is 10.
- The report shows a maximum critical-path fanout of 6.
- The critical path goes through clkdlybuf4s50_1, or4b_2, a21oi_1, o31ai_1, o31ai_1, ha_1, inv_1, or4_1, o2111ai_1.
- The switching power is 107 uW.
- Broken down by cell family, the worst path's largest delay share belongs to simple AND/OR/NAND/NOR gates.
- The height of the chip is 89.7 microns.
- Setup repair after global routing left no endpoint under its margin.
- The count of nets left with antenna violations after detail routing is 0.
- The detailed-route DRC error count is 0.
- The switching part of the total power is 21.5%.
- STA classifies the critical path endpoint as a flop.
- The worst register-to-register path has a setup slack of 2.76 ns.
- The total stage count of the critical path is 9.
- The internal power summed over all cells is 392 uW.
- The routed layout has 1,798 vias.
- The post-synthesis cell count from yosys is 238.
- The longest individual stage delay on the worst path is 0.66 ns.
- Counting distinct cell types in the post-synthesis netlist gives 44.
- The ratio of final minimum period to clock period is 57.9%.
- The number of max-capacitance violations reported is 0.
- Leaving out fill and tap cells, the most frequent cell in the layout is sky130_fd_sc_hd__dfrtp_1.
- The number of warnings reported in the yosys synthesis log is 1.
- The proportion of synthesized chip area in sequential cells is 42.3%.
- The floorplan report gives the top-level pin count as 21.
- The most frequent cell on the critical path is sky130_fd_sc_hd__o31ai_1.
- The via count of the first global-routing pass is 1,682.
- The final timing report lists a hold violation count of 0.
- The end of the worst register-to-register path is OUT_DUC[6].
- According to the floorplan report, the total die area is 8050 sq um.
- The required time of the worst setup path is 5.90 ns.
- For this run, the detailed router's first-pass iteration total came to 4.
- The synthesized instance count is 238.
- The average instance in the mapped netlist occupies 9.70 sq um.
- The power density over the cells is 184 nW/um^2.
- The CTS buffer count is 5.
- The aggregate global routing overflow is 0.
- The number of standard-cell rows in the floorplan is 31.
- The initial antenna violation count is 0.
- The slew of the pin with the lowest slew margin is 0.545 ns.
- The number of setup buffers added after CTS is 0.
- The global placement routability congestion is 0.870.
- The detailed router reported a total wirelength of 4330 microns.
- STA classifies the critical path startpoint as an input pin.
- For this run, the script counts the antenna cells in the layout as 0.
- The share of total power dissipated in combinational logic is 7.0%.
- Summed over all failing endpoints, the final setup total negative slack is 0 ns.
- The post-cts resize count is 0.
- The clock tree root driver cell is sky130_fd_sc_hd__clkbuf_8.
- Summing every instance area after synthesis gives 2310 sq um.
- The clock arrives with 0.00449 ns of skew.
- The slowest cell on the critical path is sky130_fd_sc_hd__or4b_2.
- The async set-or-reset flop fraction in the synthesized netlist is 100%.
- In the layout the commonest cells are sky130_fd_sc_hd__dfrtp_1, sky130_fd_sc_hd__xnor2_1, sky130_fd_sc_hd__clkdlybuf4s50_1, sky130_fd_sc_hd__nor2_1, sky130_fd_sc_hd__nand2_1.
- Before placement the cells fill 31.5% of the core.
- Looking at the setup timing report, the critical path kind is in -> reg.
- The most used flip-flop cell after synthesis is sky130_fd_sc_hd__dfrtp_1.
- OpenSTA lists the critical path startpoint as I_DUC[2].
- The yosys stat chip area is 2310 sq um.
- Per the placement report, the placed cell count is 356.
- Together, buffers and inverters on the worst path number 2.
- The report puts the hold buffer count at CTS at 0.
- As logged by OpenROAD, the buffers inserted on ports number 20.
- The clock H-tree reported by CTS has 2 levels.
- For this run, the detailed router reports a per-instance via density of 4.95.
- The worst supply voltage drop on vdd is 72.5 uV.
- The post-route netlist has 7.20% of its cells at a drive strength greater than 1.
- The clock passes through at most 2 buffers.
- The clock network fraction of total power is 37.0%.
- The min-delay analysis places its worst path in the category reg -> reg.
- The sequential share of power is 56.0%.
- The worst register-to-register path begins at i[27].
- The cell area after layout is 2720 sq um.
- Measured along the x axis, the die boundary spans 89.7 microns.
- For reference, the final report shows the max-slew violation count at 0.
- The core outline area is 7330 sq um.
- Clock-pin slew was measured on the worst setup and hold paths at 0.07 ns.
- The final hold slack is 0.477 ns.
- Counting flops and latches in the post-synthesis netlist gives 39.
- The final critical delay including setup and external delays is 3.30 ns.
- The clock latency at the later pin of the worst-skew pair is 0.29 ns.
- Once placement finished, the instance area stood at 2630 sq um.
- Derived from the worst setup path, the maximum achievable clock frequency is 303 MHz.
==> state kept, by name, indices dropped and copies added, names as in the netlist <==
| name | count |
|---|---|
| i | 32 |
| OUT_DUC | 7 |
==> worst min-delay path by stage <==
stage | cells after the start | startpoint | slack, ns | to
CTS | 1 | i[31] | 0.48 | i[31]
global route | 1 | i[29] | 0.52 | i[29]
finish | 1 | i[31] | 0.48 | i[31]
==> power groups by stage <==
stage	Clock, uW	Sequential, uW	Combinational (uW)
4_1_cts	191	280	36.2
5_1_grt	207	280	39.9
6_report	185	280	35.0
==> cell families after synthesis <==
kind of cell    after synthesis  share of synthesized area (%)
fa+ha+maj                    13                           7.37
simple gates                 99                           24.4
mux                           1                          0.434
buf+inv                      17                           2.93
compound gates               37                           10.5
flops                        39                           42.3
xor+xnor                     32                           12.1
==> per-stage QoR <==
step	util (%)	total power (uW)	worst slack (ns)
after floorplan	-	296	2.70
after global placement	35.9	321	2.10
after detailed placement	35.9	321	2.10
after CTS	37.1	507	2.40
after global routing	37.1	527	2.25
final	37.1	499	2.40
==> synthesized netlist by cell type (2+ instances only) <==
cell                       instances  area, sq um
sky130_fd_sc_hd__nor4_1            9         56.3
sky130_fd_sc_hd__nand4_1          13         81.3
sky130_fd_sc_hd__o31ai_1           6         45.0
sky130_fd_sc_hd__and4_1            3         26.3
sky130_fd_sc_hd__nand3_1          13         65.1
sky130_fd_sc_hd__ha_1             12          150
sky130_fd_sc_hd__a21o_1            4         30.0
sky130_fd_sc_hd__xor2_1            6         52.6
sky130_fd_sc_hd__nor2b_1           2         12.5
sky130_fd_sc_hd__buf_2             3         15.0
sky130_fd_sc_hd__o21ai_0           3         15.0
sky130_fd_sc_hd__nor3_1           10         50.1
sky130_fd_sc_hd__xnor2_1          26          228
sky130_fd_sc_hd__a31oi_1           2         12.5
sky130_fd_sc_hd__dfrtp_1          39          976
sky130_fd_sc_hd__o211ai_1          3         22.5
sky130_fd_sc_hd__inv_1            13         48.8
sky130_fd_sc_hd__and3_1            4         25.0
sky130_fd_sc_hd__a21oi_1          12         60.1
sky130_fd_sc_hd__or3_1             2         12.5
sky130_fd_sc_hd__nand2_1          15         56.3
sky130_fd_sc_hd__nor2_1           16         60.1
==> area by class of cell <==
class | count | area (sq um)
clock buffer | 6 | 82.6
clock inverter | 1 | 5.00
fill | 704 | 4610
inverter | 13 | 48.8
multi-input combinational | 182 | 1260
sequential | 39 | 976
tap | 99 | 124
timing repair buffer | 23 | 218
==> worst reg2reg max path: cells and delay by family (launching register included) <==
family                   cells  cell delay, ns
AND/OR/NAND/NOR              3            1.00
adder cells (fa/ha/maj)      2            0.62
flip-flops                   1            0.43
AND-OR/OR-AND                5            0.84
==> metal layers <==
| metal | vias to the layer above | GRT usage [%] | wire length, microns | part of all wire [%] |
|---|---|---|---|---|
| met1 | 836 | 17.2 | 2120 | 49 |
| met4 | 0 | 2.05 | 84 | 1.9 |
| met3 | 9 | 2.75 | 165 | 3.8 |
| met2 | 32 | 18.3 | 1960 | 45 |
| met5 | - | 0 | 0 | 0 |
| li1 | 921 | - | - | - |
No activity file was given, so power comes from the tool's default toggle rates.
