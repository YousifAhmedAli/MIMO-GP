`flow/config.mk`:
```
export PLATFORM = sky130hd
export DESIGN_NAME = interpolation
export DESIGN_NICKNAME = interpolation
export VERILOG_FILES = /design/flow/design.v
export SDC_FILE = /design/flow/constraint.sdc
export NUM_CORES = 4
export LEC_CHECK = 1
export CORE_UTILIZATION = 40
```
`flow/design.v`:
```
module E0_HB#(parameter coff = 256)(
input  signed  [9:0]in_E0,
input    clk,rst_n,
output reg signed  [17:0]out_E0
);
reg  signed [17:0]delay_line [0:4]; 
wire signed [17:0]gain_out;
integer i; 
assign gain_out = in_E0 *coff; 
always @(posedge clk or negedge rst_n) begin 
        if (!rst_n)begin
			out_E0 <=0;
            for (i = 0; i < 5; i = i + 1) begin
                delay_line[i] <= 0;
            end
        end else begin
            delay_line[0] <= gain_out;
            for (i = 1; i < 5 ; i = i + 1) begin
                delay_line[i] <= delay_line[i - 1];
            end
		out_E0 <= delay_line[4];
        end
end 
endmodule 
module E1_HB #(parameter  coeff0=1,coeff1=-4 ,coeff2=13,coeff3=-40,coeff4=158)(
input      signed  [9:0]in_E1,
input                clk,rst_n,
output reg signed  [17:0]out_E1
);
reg signed [9:0]ff_0; 
reg signed [11:0]ff_1; 
reg signed [13:0]ff_2; 
reg signed [14:0]ff_3; 
reg signed [17:0]ff_4; 
reg signed [17:0]ff_5; 
reg signed [17:0]ff_6; 
reg signed [17:0]ff_7; 
reg signed [17:0]ff_8; 
always @(posedge clk or negedge rst_n) begin
        if (!rst_n) begin
            out_E1 <= 0;
            ff_0   <=0;
            ff_1   <=0;
            ff_2   <=0;
            ff_3   <=0;
            ff_4   <=0;
            ff_5   <=0;
            ff_6   <=0;
            ff_7   <=0;
            ff_8   <=0;
        end else begin
         	ff_0 <= coeff0* in_E1;
         	ff_1 <= ff_0 + (coeff1* in_E1);
         	ff_2 <= ff_1 + (coeff2* in_E1);
         	ff_3 <= ff_2 + (coeff3* in_E1);
         	ff_4 <= ff_3 + (coeff4* in_E1);
         	ff_5 <= ff_4 + (coeff4* in_E1);
         	ff_6 <= ff_5 + (coeff3* in_E1);
         	ff_7 <= ff_6 + (coeff2* in_E1);
         	ff_8 <= ff_7 + (coeff1* in_E1);
         	out_E1 <= ff_8 + (coeff0* in_E1);
        end
    end
endmodule
module E0_comb_interpolation #(parameter coff1 = 35 , coff2 = 315 , coff3 = 161 )(
input wire signed[10:0]in_comb,
input wire clk,rst_n,
output reg signed [19:0]out_E0
);
 reg signed [15:0] ff1;
 reg signed [19:0] ff2;
 reg signed [19:0] ff3;
 always @(posedge clk or negedge rst_n) 
 begin 
	if (!rst_n)
	begin 
		out_E0 <=0;
		ff1 <=0;
		ff2 <=0;
		ff3 <=0;
	end 
	else 
	begin
		ff1 <= in_comb * coff1;
		ff2 <= ff1 + (in_comb * coff2);
		ff3 <= ff2 + (in_comb * coff3);
		out_E0 <= ff3 + in_comb;  
	end
end 
endmodule 		
module E1_comb_interpolation # (parameter coff1 = 20 , coff2 = 284 , coff3 = 204 , coff4 = 4)(
input wire signed [10:0]in_comb,
input wire clk,rst_n,
output reg signed [19:0]out_E1
);
 reg signed [14:0]ff1;
 reg signed [18:0]ff2;
 reg signed [19:0]ff3;
 always @(posedge clk or negedge rst_n) begin 
	if (!rst_n) begin 
		out_E1 <=0;
		ff1 <=0;
		ff2 <=0;
		ff3 <=0;
		end 
	else begin
		ff1 <= in_comb * coff1;
		ff2 <= ff1 + (in_comb * coff2);
		ff3 <= ff2 + (in_comb * coff3);
		out_E1 <= ff3 + (coff4*in_comb); 
		end
end 
endmodule 		
module E2_comb_interpolation #(parameter coff1 = 10 ,coff2 = 246)(
input wire signed [10:0]in_comb,
input clk,rst_n,
output reg signed [19:0]out_E2
);
 reg signed [13:0]ff1;
 reg signed [18:0]ff2;
 reg signed [19:0]ff3;
 always @(posedge clk or negedge rst_n) begin 
	if (!rst_n) begin 
		out_E2 <=0;
		ff1 <=0;
		ff2 <=0;
		ff3 <=0;
		end 
	else begin
		ff1 <= in_comb * coff1;
		ff2 <= ff1 + (in_comb * coff2);
		ff3 <= ff2 + (in_comb * coff2);
		out_E2 <= ff3 + (coff1 * in_comb); 
		end
end 
endmodule 		
module E3_comb_interpolation #(parameter coff1 = 4 , coff2 = 204 , coff3 = 284 , coff4 = 20)(
input wire signed [10:0]in_comb,
input wire clk,rst_n,
output reg signed  [19:0]out_E3
);
 reg signed[12:0]ff1;
 reg signed [18:0]ff2;
 reg signed [19:0]ff3;
 always @(posedge clk or negedge rst_n) begin 
	if (!rst_n) begin 
		out_E3 <=0;
		ff1 <=0;
		ff2 <=0;
		ff3 <=0;
		end 
	else begin
		ff1 <= in_comb * coff1;
		ff2 <= ff1 + (in_comb * coff2);
		ff3 <= ff2 + (in_comb * coff3);
		out_E3 <= ff3 + (coff4 * in_comb);  
		end
end 
endmodule 		
module E4_comb_interpolation #(parameter coff2 = 161 ,coff3 = 315 ,coff4 = 35)( 
input wire signed [10:0]in_comb,
input wire clk,rst_n,
output reg signed [19:0]out_E4
);
 reg signed [10:0]ff1;
 reg signed [17:0]ff2;
 reg signed [19:0]ff3;
 always @(posedge clk or negedge rst_n) begin 
	if (!rst_n) begin 
		out_E4 <=0;
		ff1 <=0;
		ff2 <=0;
		ff3 <=0;
		end 
	else begin
		ff1 <= in_comb ;
		ff2 <= ff1 + (in_comb * coff2);
		ff3 <= ff2 + (in_comb * coff3);
		out_E4 <= ff3 + (coff4 * in_comb);  
		end
end 
endmodule 		
module E5_comb_interpolation #(parameter coff1 = 120 , coff2 = 336 , coff3 = 56)(
input wire signed [10:0]in_comb,
input wire clk,rst_n,
output reg signed [19:0]out_E5
);
 reg signed [17:0]ff1;
 reg signed [19:0]ff2;
 always @(posedge clk or negedge rst_n) begin 
	if (!rst_n) begin 
		out_E5 <=0;
		ff1 <=0;
		ff2 <=0;
		end 
	else begin
		ff1 <= in_comb * coff1;
		ff2 <= ff1 + (in_comb * coff2);
		out_E5 <= ff2 + (coff3 * in_comb);  
		end
end 
endmodule 		
module E6_comb_interpolation #(parameter coff1 = 84, coff2 = 344 )(
input wire signed [10:0]in_comb,
input wire clk,rst_n,
output reg signed [19:0]out_E6
);
 reg signed [16:0]ff1;
 reg signed [19:0]ff2;
 always @(posedge clk or negedge rst_n) begin 
	if (!rst_n) begin 
		out_E6 <=0;
		ff1 <=0;
		ff2 <=0;
		end 
	else begin
		ff1 <= in_comb * coff1;
		ff2 <= ff1 + (in_comb * coff2);
		out_E6 <= ff2 + (coff1 * in_comb);  
		end
end 
endmodule 		
module E7_comb_interpolation #(parameter coff1 = 56 , coff2 = 336 , coff3 = 120)(
input wire signed [10:0]in_comb,
input wire clk,rst_n,
output reg signed [19:0]out_E7
);
 reg signed [16:0]ff1;
 reg signed [19:0]ff2;
 always @(posedge clk or negedge rst_n) begin 
	if (!rst_n) begin 
		out_E7 <=0;
		ff1 <=0;
		ff2 <=0;
		end 
	else begin
		ff1 <= in_comb * coff1;
		ff2 <= ff1 + (in_comb * coff2);
		out_E7 <= ff2 + (coff3 * in_comb);  
		end
end 
endmodule 		
module comb_interpolation (
     input signed [10:0]in_comb, 
     input clk, clk_8, rst_n,                
     output signed [19:0]out_comb
     );
     reg signed [19:0]E0_ff;
     reg signed [19:0]E1_ff;
     reg signed [19:0]E2_ff;
     reg signed [19:0]E3_ff;
     reg signed [19:0]E4_ff;
     reg signed [19:0]E5_ff;
     reg signed [19:0]E6_ff;
     wire signed [19:0]up_out_0;
     wire signed [19:0]up_out_1;
     wire signed [19:0]up_out_2;
     wire signed [19:0]up_out_3;
     wire signed [19:0]up_out_4;
     wire signed [19:0]up_out_5;
     wire signed [19:0]up_out_6; 
     wire signed [19:0]up_out_7;
     wire signed [19:0]out_E0;
     wire signed [19:0]out_E1;
     wire signed [19:0]out_E2;
     wire signed [19:0]out_E3;
     wire signed [19:0]out_E4;
     wire signed [19:0]out_E5;
     wire signed [19:0]out_E6;
     wire signed [19:0]out_E7;
    up_sampler #(8,20) up0 (.clk(clk_8), .rst_n(rst_n), .din(out_E0), .dout(up_out_0)); 
    up_sampler #(8,20) up1 (.clk(clk_8), .rst_n(rst_n), .din(out_E1), .dout(up_out_1)); 
    up_sampler #(8,20) up2 (.clk(clk_8), .rst_n(rst_n), .din(out_E2), .dout(up_out_2));  
	up_sampler #(8,20) up3 (.clk(clk_8), .rst_n(rst_n), .din(out_E3), .dout(up_out_3));  
	up_sampler #(8,20) up4 (.clk(clk_8), .rst_n(rst_n), .din(out_E4), .dout(up_out_4));  
	up_sampler #(8,20) up5 (.clk(clk_8), .rst_n(rst_n), .din(out_E5), .dout(up_out_5)); 
	up_sampler #(8,20) up6 (.clk(clk_8), .rst_n(rst_n), .din(out_E6), .dout(up_out_6));  
	up_sampler #(8,20) up7 (.clk(clk_8), .rst_n(rst_n), .din(out_E7), .dout(up_out_7)); 
     E0_comb_interpolation ddu0(.in_comb(in_comb), .clk(clk), .rst_n(rst_n), .out_E0(out_E0));
     E1_comb_interpolation ddu1(.in_comb(in_comb), .clk(clk), .rst_n(rst_n), .out_E1(out_E1));
     E2_comb_interpolation ddu2(.in_comb(in_comb), .clk(clk), .rst_n(rst_n), .out_E2(out_E2));
     E3_comb_interpolation ddu3(.in_comb(in_comb), .clk(clk), .rst_n(rst_n), .out_E3(out_E3)); 
     E4_comb_interpolation ddu4(.in_comb(in_comb), .clk(clk), .rst_n(rst_n), .out_E4(out_E4));
     E5_comb_interpolation ddu5(.in_comb(in_comb), .clk(clk), .rst_n(rst_n), .out_E5(out_E5)); 
	 E6_comb_interpolation ddu6(.in_comb(in_comb), .clk(clk), .rst_n(rst_n), .out_E6(out_E6));
     E7_comb_interpolation ddu7(.in_comb(in_comb), .clk(clk), .rst_n(rst_n), .out_E7(out_E7));
     always @(posedge clk_8 or negedge rst_n )begin
        if (!rst_n) begin
            E6_ff <=0;
            E5_ff <=0;
            E4_ff <=0;
            E3_ff <=0;
            E2_ff <=0;
            E1_ff <=0;
            E0_ff <=0;
            end 
         else begin 
            E6_ff <= up_out_7 ;
            E5_ff <= E6_ff + up_out_6 ;
            E4_ff <= E5_ff + up_out_5 ;
            E3_ff <= E4_ff + up_out_4 ;
            E2_ff <= E3_ff + up_out_3 ;
            E1_ff <= E2_ff + up_out_2 ;
            E0_ff <= E1_ff + up_out_1 ;
        end
    end
    assign out_comb = E0_ff + up_out_0;
endmodule
module up_sampler #( parameter L = 8 , parameter width = 20 )      
(  
    input clk,                      
    input rst_n,
    input signed [width-1 :0] din,         
    output reg signed [width -1 :0] dout   
);
    reg [$clog2(L)-1:0] count ;
    always @(posedge clk or negedge rst_n) begin
        if (!rst_n) begin
            count <= 0;
            dout <= 0;
        end
        else begin
            if (count == 0) begin
                    dout <= din;
                    count <= count + 1;
            end
            else begin
                dout <= 0;
                count <= count + 1;
            end
        end
     end
endmodule
module HB_interpolation (
 input signed [14:0]in_HB,
 input clk,rst_n,clk_2,
 output signed [22:0]out_HB
);
 wire signed [22:0]out_E0;
 wire signed [22:0]out_E1;
 reg  signed [22:0]E1_ff;
 wire signed [22:0]up_out_0;
 wire signed [22:0]up_out_1;
 up_sampler_HB #(2,23) up0 (.clk(clk_2), .rst_n(rst_n), .din(out_E0), .dout(up_out_0));
 up_sampler_HB #(2,23) up1 (.clk(clk_2), .rst_n(rst_n), .din(out_E1), .dout(up_out_1)); 
 E0_HB DUT0(.in_E0(in_HB), .clk(clk), .rst_n(rst_n), .out_E0(out_E0));
 E1_HB DUT1(.in_E1(in_HB), .clk(clk), .rst_n(rst_n), .out_E1(out_E1));
 assign out_HB = E1_ff + up_out_0;
    always @(posedge clk_2 or negedge rst_n )begin
        if (!rst_n) begin
            E1_ff  <=0;
		end 
		else begin 
		 E1_ff  <= up_out_1;
		end 
	end 
endmodule 	
module up_sampler_HB #( parameter L = 2 , parameter width = 23 )      
(  
    input clk,                      
    input rst_n,
    input signed [width-1 :0] din,         
    output reg signed [width -1 :0] dout   
);
    reg [$clog2(L)-1:0] count ;
    always @(posedge clk or negedge rst_n) begin
        if (!rst_n) begin
            count <= 0;
            dout <= 0;
        end
        else begin
            if (count == 0) begin
                    dout <= din;
                    count <= count + 1;
            end
            else begin
                dout <= 0;
                count <= count + 1;
            end
        end
     end
endmodule
module interpolation (
input wire clk , clk_2 , clk_8 , rst_n ,
input wire signed [17:0] in_interpolation ,
output wire signed [19:0] out_interpolation
);
wire signed [22:0] out_HB ;
wire signed [10:0] in_comb ;
wire signed [12:0] out ;
wire signed [14:0] in_HB;
assign in_comb = out_HB >>> 12 ;   
assign in_HB = in_interpolation[14:0] ;
assign out = {out_interpolation[19],out_interpolation[19],out_interpolation[19:9]} ;
HB_interpolation dut_HB (
.in_HB(in_HB),
.clk(clk),
.rst_n(rst_n),
.clk_2(clk_2),
.out_HB(out_HB)
);
comb_interpolation dut_comb(
.in_comb(in_comb),
.clk(clk_2),
.clk_8(clk_8),
.rst_n(rst_n),
.out_comb(out_interpolation)
);
endmodule
```
`flow/constraint.sdc`:
```
current_design interpolation

set clk_period 9.2
set clk_io_pct 0.2

create_clock -name clk0 -period $clk_period [get_ports {clk}]
create_clock -name clk1 -period $clk_period [get_ports {clk_2}]
create_clock -name clk2 -period $clk_period [get_ports {clk_8}]

set non_clock_inputs [all_inputs -no_clocks]
set_input_delay [expr $clk_period * $clk_io_pct] -clock clk0 $non_clock_inputs
set_output_delay [expr $clk_period * $clk_io_pct] -clock clk0 [all_outputs]
```
`flow/run.sh`:
```
#!/bin/bash
# OpenROAD 26Q1-2900-gdf79404cd8, Yosys 0.63+post, stock flow scripts
make -C /OpenROAD-flow-scripts/flow DESIGN_CONFIG=/design/flow/config.mk WORK_HOME=/design/flow/orfs finish
```
==> results.txt <==
flow finished, numbers: die width slightly above 400 um, initial DRC count roughly 2300, Post-Layout Cell Count 8755, total track usage around a fifth, core box area between 150000 and 200000 sq um, Least-Margin Pin Slew 936 ps, setup violators final 0, row count roughly 150, Reg clk slew, reported paths approximately 70 ps, largest net degree at the start of global routing around 120, Post-Syn Area per Cell between 10 and 15 sq um, DR WL/cell 18.3 um, CTS Hold Bufs 0, area grow syn2layout 10.6%, max-cap violations 0, Hold Path Cell Cnt 1, normalized max-slew margin roughly 37%, HPWL Detailed roughly 130000 um, Dominant flop cell dfrtp_1, Top cells excl fill/tap ha_1, dfrtp_1, inv_1, xnor2_1, a21oi_1, number of global-route vias before repair roughly 44000, Final Hold Fails 0, via count about 45000, dominant logic cell type in the layout ha_1, endpoint type of the worst setup path register, clk sinks around 970, slowest cell delay on critical path between 500 and 600 ps, die height around 410 um, slack of the critical path 800 ps, Logic cell area a little under 40000 sq um, initial antenna violation count 10, Yosys Instances 6332, layout cells sized above 1 4.56%, RSZ-0062 raised after global routing false, GP Congestion 0.977, Crit Path Category reg -> reg, placed insts around 8600, first-pass iteration count of the detailed router 8, Final Max Tran Viols 0, Worst Hold Class reg -> reg, netlist area before placement between 60000 and 70000 sq um, total grt overflow 0, Tool Warnings slightly below 80, Post-synth ARST share about 100%, status finished, final reports clean, final setup TNS 0 ps, most flop-heavy register dut_HB.DUT0.delay_line, Yosys cell types ~84, Final ANT Viol Nets 0, CTS resizes 0, drt total wl between 150000 and 200000 um, Post-Place Setup Slack between 700 and 800 ps, first-pass GRT wire length roughly 250000 um, CP required around 9800 ps, CP max stage cell xnor2_1, DRC errors left 0, Max Clock Skew 31.6 ps, synthesized flop and latch total slightly below 1000, register area about 24000 sq um, FF-to-FF path depth 30, Vias/cell a little over 5, Syn Inst Count between 6000 and 7000, Chip Area, Yosys between 60000 and 70000 sq um, WP data arrival between 8000 and 9000 ps, die area roughly 170000 sq um, flip-flops with a built-in enable 0, TritonCTS clock tree yes, FP Core Util approximately two fifths, Ports between 40 and 50, Seq share, synth between 30 and 40%, number of fill cells 14800, CP Launch Type register, Largest register FFs 39, postcts setup bufs 0, Synth Warn # 19, reg2reg setup slack between 800 and 900 ps, worst-path fanout max 12, I/O Buffers 31
path summary, 6_finish.rpt:
check                                                    from                 endpoint
worst max-delay path                      dut_HB.up0.dout[10]    dut_comb.ddu4.ff3[19]
worst min-delay path                   dut_HB.DUT1.out_E1[10]      dut_HB.up1.dout[10]
worst max register to register            dut_HB.up0.dout[10]    dut_comb.ddu4.ff3[19]
worst min register to register         dut_HB.DUT1.out_E1[10]      dut_HB.up1.dout[10]
max in group clk0                         in_interpolation[1]     dut_HB.DUT1.ff_4[16]
max in group asynchronous                               rst_n     dut_HB.DUT1.ff_5[12]
max in group clk2                           dut_comb.E5_ff[3]       dut_comb.E4_ff[19]
min in group clk0               dut_HB.DUT0.delay_line[4][15]   dut_HB.DUT0.out_E0[15]
min in group clk2                        dut_comb.up7.dout[3]        dut_comb.E6_ff[3]
min in group asynchronous                               rst_n  dut_comb.ddu1.out_E1[5]
stage by stage:
stage	util, %	instance area (sq um)	hold slack (ps)
after floorplan	-	66200	331
after CTS	44.7	73200	250
after global placement	42.6	69700	332
after global routing	44.8	73200	269
final	44.8	73200	270
after detailed placement	42.6	69700	335
metal layers:
metal | up-vias | wire [um] | global-route usage, %
li1 | 22300 | - | -
met1 | 21500 | 72200 | 30.0
met5 | - | 13 | 0
met2 | 802 | 72300 | 31.0
met3 | 235 | 10000 | 4.87
met4 | 2 | 5370 | 5.30
area by class of cell:
class,count,share of cell area [%]
multi-input combinational,4705,54.1
sequential,965,33.0
clock buffer,132,3.91
tap,2175,3.72
inverter,624,3.20
timing repair buffer,99,1.18
clock inverter,50,0.869
antenna,5,0.0171
cells in the mapped netlist, types with 20 or more instances:
| library cell | instances | area share (%) |
|---|---|---|
| o21ai_0 | 216 | 1.6 |
| and2_1 | 175 | 1.7 |
| dfrtp_1 | 965 | 36 |
| a21oi_1 | 434 | 3.3 |
| o21a_1 | 71 | 0.81 |
| a21o_1 | 161 | 1.8 |
| clkbuf_1 | 28 | 0.16 |
| or2_2 | 20 | 0.19 |
| a31oi_1 | 37 | 0.35 |
| nor3_1 | 150 | 1.1 |
| a211oi_1 | 46 | 0.52 |
| nor2b_1 | 102 | 0.96 |
| nand3_1 | 121 | 0.91 |
| a21boi_0 | 29 | 0.33 |
| o21bai_1 | 87 | 0.99 |
| nand2_1 | 228 | 1.3 |
| o211ai_1 | 38 | 0.43 |
| nand2b_1 | 71 | 0.67 |
| ha_1 | 968 | 18 |
| a211o_1 | 21 | 0.28 |
| inv_1 | 622 | 3.5 |
| xnor2_1 | 560 | 7.4 |
| nor2_1 | 343 | 1.9 |
| a2111oi_0 | 21 | 0.28 |
| fa_1 | 253 | 7.7 |
| o31ai_1 | 21 | 0.24 |
| and3_1 | 57 | 0.54 |
| xor2_1 | 181 | 2.4 |
| nand4_1 | 20 | 0.19 |
| or3_1 | 64 | 0.60 |
kinds of logic (layout without fill, tap and decap cells):
| family | Yosys count | after routing | share of synthesized area, % |
|---|---|---|---|
| simple gates | 1395 | 1395 | 10.6 |
| flops | 965 | 965 | 36.5 |
| fa+ha+maj | 1221 | 1221 | 25.9 |
| compound gates | 1332 | 1332 | 13.1 |
| buf+inv | 664 | 905 | 3.78 |
| xor+xnor | 746 | 746 | 9.98 |
| mux | 7 | 7 | 0.113 |
| other cells | 2 | 9 | 0.0113 |
worst max-delay path, delay by kind of cell, from the launching register on:
family                     cells  cell delay, ps
xor gates and xnor gates       3             920
DFF                            1             360
and+or+nand+nor                6            1130
buffers and inverters          3             620
AOI/OAI and AO/OA             10            1850
adders and majority gates      8            3440
